==> flow/design.v <==
module lif_neuron #(
    parameter NEURON_WIDTH = 16,       
    parameter WEIGHT_WIDTH = 8,        
    parameter THRESHOLD_WIDTH = 16,    
    parameter LEAK_WIDTH = 16          
)(
    input  wire                      clk,
    input  wire                      rst,
    input  wire [THRESHOLD_WIDTH-1:0] threshold,       
    input  wire [LEAK_WIDTH-1:0]      leak_rate,       
    input  wire [7:0]                 refractory,      
    input  wire                       leaky_enable,    
    input  wire                       reset_on_spike,  
    input  wire [15:0]                input_neuron_id,  
    input  wire [WEIGHT_WIDTH-1:0]    synapse_weight,   
    input  wire                       spike_in_valid,
    output wire                       spike_in_ready,
    output reg  [15:0]                output_neuron_id,  
    output reg                        spike_out_valid,
    input  wire                       spike_out_ready,
    input  wire [15:0]                neuron_id,
    output wire [NEURON_WIDTH-1:0]    membrane_potential,
    output wire                       in_refractory,
    output wire [7:0]                 refract_counter
);
    reg signed [NEURON_WIDTH-1:0] membrane;         
    reg [7:0] refractory_counter;                    
    reg spike_pending;                               
    wire is_refractory = (refractory_counter > 0);
    wire can_integrate = spike_in_valid && spike_in_ready && !is_refractory;
    wire signed [NEURON_WIDTH-1:0] weight_extended = {
        {(NEURON_WIDTH-WEIGHT_WIDTH){synapse_weight[WEIGHT_WIDTH-1]}}, 
        synapse_weight
    };
    wire signed [NEURON_WIDTH+LEAK_WIDTH-1:0] leak_product = membrane * $signed({1'b0, leak_rate});
    wire signed [NEURON_WIDTH-1:0] leak_value = leak_product[NEURON_WIDTH+LEAK_WIDTH-1:LEAK_WIDTH];
    wire spike_condition = (membrane >= $signed(threshold)) && !is_refractory;
    assign spike_in_ready = !is_refractory && !spike_pending;
    localparam STATE_IDLE = 2'b00;
    localparam STATE_INTEGRATE = 2'b01;
    localparam STATE_SPIKE = 2'b10;
    localparam STATE_REFRACT = 2'b11;
    reg [1:0] state, next_state;
    always @(posedge clk) begin
        if (rst) begin
            state <= STATE_IDLE;
        end else begin
            state <= next_state;
        end
    end
    always @(*) begin
        next_state = state;
        case (state)
            STATE_IDLE: begin
                if (can_integrate)
                    next_state = STATE_INTEGRATE;
                else if (spike_pending)
                    next_state = STATE_SPIKE;
            end
            STATE_INTEGRATE: begin
                if (spike_condition)
                    next_state = STATE_SPIKE;
                else
                    next_state = STATE_IDLE;
            end
            STATE_SPIKE: begin
                if (spike_out_ready)
                    next_state = STATE_REFRACT;
            end
            STATE_REFRACT: begin
                if (refractory_counter == 0)
                    next_state = STATE_IDLE;
            end
        endcase
    end
    always @(posedge clk) begin
        if (rst) begin
            membrane <= 0;
            refractory_counter <= 0;
            spike_pending <= 0;
            spike_out_valid <= 0;
            output_neuron_id <= 0;
        end else begin
            case (state)
                STATE_IDLE: begin
                    if (leaky_enable && !is_refractory) begin
                        membrane <= membrane - leak_value;
                        if (membrane < leak_value)
                            membrane <= 0;
                    end
                end
                STATE_INTEGRATE: begin
                    membrane <= membrane + weight_extended;
                    if (spike_condition) begin
                        spike_pending <= 1;
                        output_neuron_id <= neuron_id;
                    end
                end
                STATE_SPIKE: begin
                    spike_out_valid <= 1;
                    if (spike_out_ready) begin
                        spike_out_valid <= 0;
                        spike_pending <= 0;
                        refractory_counter <= refractory;
                        if (reset_on_spike)
                            membrane <= 0;
                        else
                            membrane <= membrane - $signed(threshold);
                    end
                end
                STATE_REFRACT: begin
                    if (refractory_counter > 0)
                        refractory_counter <= refractory_counter - 1;
                end
            endcase
        end
    end
    assign membrane_potential = membrane;
    assign in_refractory = is_refractory;
    assign refract_counter = refractory_counter;
endmodule
==> flow/run.sh <==
#!/bin/bash
# OpenROAD 26Q1-2900-gdf79404cd8, Yosys 0.63+post, stock flow scripts
make -C /OpenROAD-flow-scripts/flow DESIGN_CONFIG=/design/flow/config.mk WORK_HOME=/design/flow/orfs finish
==> flow/config.mk <==
export PLATFORM = sky130hd
export DESIGN_NAME = lif_neuron
export DESIGN_NICKNAME = lif_neuron
export VERILOG_FILES = /design/flow/design.v
export SDC_FILE = /design/flow/constraint.sdc
export NUM_CORES = 4
export LEC_CHECK = 1
export CORE_UTILIZATION = 30
==> flow/constraint.sdc <==
current_design lif_neuron

set clk_period 20.8
set clk_io_pct 0.2

create_clock -name clk0 -period $clk_period [get_ports {clk}]

set non_clock_inputs [all_inputs -no_clocks]
set_input_delay [expr $clk_period * $clk_io_pct] -clock clk0 $non_clock_inputs
set_output_delay [expr $clk_period * $clk_io_pct] -clock clk0 [all_outputs]
==> out/results.txt <==
Syn avg cell area = 8.41 sq um
Setup TNS = 0 ns
Detailed-route via count = 10200
Worst-Margin Slew = 0.814 ns
Worst Skew = 0.00677 ns
CTS root buf = clkbuf_16
Vias in the first global route = 10500
Seq cells post-synth = 46
Final hold violations = 0
Critical Path Sink Type = flop
Top cells excl fill/tap = inv_1 (277), fa_1 (196), nand2_1 (177)
Most instantiated logic cell after routing = inv_1
Initial antenna violation count = 1
Worst path max stage delay = 0.84 ns
Comb area leader = adder cells
Core area = 41900 sq um
Critical path class = in -> reg
Clk ins delay skew pair = 0.29 ns
Clock slew at reported path FFs = 0.07 ns
1st-pass router iterations = 5
Post-DP HPWL = 24700 microns
Top Ports = 129
Starting DRC count in detailed routing = 316
CTS Buf Count = 5
Largest delay share family, worst path = adder cells
Design area = 14600 sq um
Complex Gates by Area = 0.124
Final min period = 12.66 ns
Log Warnings = 42
WP data required = 20.95 ns
R2R setup slack = 12.37 ns
R2R depth = 27
Status = finished, final reports clean
WL final = 30600 microns
Setup violations, final = 0
Floorplan Utilization = 0.304
H-tree depth = 2
Final Max Tran Viols = 0
Multiplexer share = 0.0153
Max_cap viols = 0
Post-CTS sizing = 0
Hold_sp = output_neuron_id[2]
Fill count = 4255
GP Congestion = 0.913
Fa+ha+maj area frac = 0.469
Remaining global-route overflow = 0
Tcrit/Tclk final = 0.608
CTS Buffer Depth = 2
Worst r2r src = membrane[8]
Maximum operating frequency = 79.0 MHz
Row cnt = 75
Mapped cell area = 12700 sq um
Area Overhead vs Synth = 14.5%
Synth warn = 1
Hold/Removal Path Class = reg -> reg
Sink Count = 46
Reg-to-Reg End = membrane[12]
Total die size = 43200 sq um
Global-route wire length before repair = 52000 microns
Hold buffer count at CTS = 0
CP startpoint kind = primary input
And+or+nand+nor area frac = 0.179
FFs w/ async S/R, synth = 0
Yosys chip area = 12700 sq um
Total GRT Usage = 0.153
PortBufs = 112
Unique cell types = 66
Post-DR vias/cell = 4.80
RSZ-0062 raised after global routing = false
Cell mode on critical path = fa_1
Flip-flops with a built-in enable = 0
Placed Area = 14400 sq um
CTS tree = yes
Yosys cell count = 1511
Top_reg_cell synth = dfxtp_1
Die Y = 208 microns
Slew headroom = 0.456
Post-CTS setup buffer count = 0
Worst Hold Depth = 2
CP max FO = 17
Post-Synthesis Cells = 1511
Maximum number of pins on one net before global-route repair = 47
Hold EP = output_neuron_id[2]
DRC = 0
Slowest cell on the critical path = clkdlybuf4s50_1
Synth Seq Share = 0.0724
Xor/xnor share = 0.0372
CP Data Arrival Time = 12.80 ns
Layout cell share with drive strength beyond 1 = 0.0295
Post-route ant nets = 0
CP bufs+invs = 5
Die width = 208 microns
Drt wl/cell = 14.4 microns
-- worst max-delay path by stage --
stage,from,end,slack [ns],depth (start not counted)
after CTS,leak_rate[13],membrane[12],8.15,28
after global routing,leak_rate[13],membrane[12],7.59,28
final,leak_rate[13],membrane[12],8.14,28
-- worst register-to-register path: stages, from the launching register on --
cell and delay [ns]:
dfxtp_1 0.44, buf_4 0.34, nand2_1 0.13, fa_1 0.51, fa_1 0.52, inv_1 0.06
fa_1 0.55, fa_1 0.43, fa_1 0.49, inv_1 0.05, fa_1 0.48, inv_1 0.04
ha_1 0.37, o21a_1 0.15, o211ai_1 0.07, and2_1 0.19, nand4b_1 0.20, a221oi_2 0.41
o211ai_1 0.18, and4b_1 0.22, a311oi_1 0.28, ha_1 0.27, and3_1 0.21, and3_1 0.21
o2111ai_1 0.18, a21oi_2 0.70, nand3_1 0.14, a311oi_1 0.48
-- metrics by stage --
stage	util	std cells	worst slack [ns]	hold slack, ns
floorplan	-	1511	9.75	0.437
global placement	0.344	2124	7.96	0.473
detailed placement	0.344	2124	7.88	0.483
CTS	0.348	2132	8.15	0.498
global route	0.348	2132	7.59	0.537
finish	0.348	2133	8.14	0.496
-- logic make-up (layout without fill, tap and decap cells) --
| group | after synthesis | after routing |
|---|---|---|
| AOI/OAI and AO/OA | 226 | 226 |
| xor gates and xnor gates | 54 | 54 |
| adders and majority gates | 359 | 359 |
| buffers and inverters | 340 | 422 |
| DFF | 46 | 46 |
| muxes | 19 | 19 |
| other | 0 | 1 |
| and+or+nand+nor | 467 | 467 |
-- synth_stat cells, types with 18 or more instances --
master    number  area share
fa_1         196        0.31
nor2_1        77       0.023
inv_1        277       0.082
a21oi_1       49       0.019
xor2_1        18       0.012
dfxtp_1       46       0.072
nand2_1      177       0.052
nand3_1       19      0.0075
clkbuf_1      51       0.015
and2_1       118       0.058
xnor2_1       36       0.025
ha_1         163        0.16
o21ai_0       33       0.013
-- flip-flops by register name, indices dropped and copies added (netlist names) --
register and flops:
membrane 16, output_neuron_id 16, refractory_counter 8, state 4, spike_out_valid 1, spike_pending 1
-- metal layers --
layer,GRT usage,up-vias,routed length (microns)
met5,0,-,0
met4,0.0197,0,395
met2,0.249,286,14300
met3,0.0507,32,2480
li1,-,5029,-
met1,0.208,4891,13500
-- final cells by class --
cell class | instances | area (sq um) | area share
diodes | 1 | 2.50 | 0.000172
clock buffers | 6 | 129 | 0.00885
clock inverters | 2 | 13.8 | 0.000946
inverters | 279 | 1050 | 0.0719
multi-input cells | 1125 | 10500 | 0.720
flip-flops and latches | 46 | 921 | 0.0633
well taps | 539 | 674 | 0.0463
repair buffers | 135 | 1290 | 0.0889
