==> design.v <==
module snn_accelerator_top #(
    parameter NEURON_WIDTH = 16,       
    parameter WEIGHT_WIDTH = 8,        
    parameter FIFO_DEPTH = 256,        
    parameter MAX_NEURONS = 1024       
)(
    input  wire        clk,
    input  wire        rst,
    input  wire [31:0] wb_adr_i,
    input  wire [31:0] wb_dat_i,
    output reg  [31:0] wb_dat_o,
    input  wire        wb_we_i,
    input  wire        wb_stb_i,
    input  wire        wb_cyc_i,
    output reg         wb_ack_o,
    output reg  [31:0] dma_adr_o,
    output reg  [31:0] dma_dat_o,
    input  wire [31:0] dma_dat_i,
    output reg         dma_we_o,
    output reg         dma_stb_o,
    output reg         dma_cyc_o,
    input  wire        dma_ack_i,
    output wire        irq
);
    localparam ADDR_CONFIG         = 8'h00;
    localparam ADDR_STATUS         = 8'h04;
    localparam ADDR_CONTROL        = 8'h08;
    localparam ADDR_IRQ_MASK       = 8'h0C;
    localparam ADDR_IRQ_STATUS     = 8'h10;
    localparam ADDR_NEURON_COUNT   = 8'h14;
    localparam ADDR_TIMESTEP       = 8'h18;
    localparam ADDR_SPIKE_COUNT    = 8'h1C;
    localparam ADDR_FIFO_IN_DATA   = 8'h20;
    localparam ADDR_FIFO_IN_STATUS = 8'h24;
    localparam ADDR_FIFO_OUT_DATA  = 8'h28;
    localparam ADDR_FIFO_OUT_STATUS= 8'h2C;
    localparam ADDR_DMA_SRC        = 8'h30;
    localparam ADDR_DMA_DST        = 8'h34;
    localparam ADDR_DMA_LENGTH     = 8'h38;
    localparam ADDR_DMA_CONTROL    = 8'h3C;
    localparam ADDR_DMA_STATUS     = 8'h40;
    localparam ADDR_WEIGHT_BASE    = 8'h44;
    localparam ADDR_STATE_BASE     = 8'h48;
    localparam ADDR_THRESHOLD      = 8'h4C;
    localparam ADDR_LEAK_RATE      = 8'h50;
    localparam ADDR_REFRACTORY     = 8'h54;
    localparam ADDR_DEBUG_0        = 8'h58;
    localparam ADDR_DEBUG_1        = 8'h5C;
    reg [31:0] config_reg;
    reg [31:0] control_reg;
    reg [31:0] irq_mask_reg;
    reg [31:0] irq_status_reg;
    reg [31:0] neuron_count_reg;
    reg [31:0] timestep_reg;
    reg [31:0] spike_count_reg;
    reg [31:0] dma_src_reg;
    reg [31:0] dma_dst_reg;
    reg [31:0] dma_length_reg;
    reg [31:0] weight_base_reg;
    reg [31:0] state_base_reg;
    reg [31:0] threshold_reg;
    reg [31:0] leak_rate_reg;
    reg [31:0] refractory_reg;
    wire fifo_in_full, fifo_in_empty;
    wire fifo_out_full, fifo_out_empty;
    wire [7:0] fifo_in_level, fifo_out_level;
    wire compute_active;
    wire dma_busy;
    wire [31:0] status_reg = {
        8'h0,                     
        8'h0,                     
        dma_busy,                 
        1'b0,                     
        1'b0,                     
        compute_active,           
        fifo_out_empty,           
        fifo_out_full,            
        fifo_in_empty,            
        fifo_in_full              
    };
    wire [31:0] fifo_in_din, fifo_in_dout;
    wire fifo_in_wr, fifo_in_rd;
    wire [31:0] fifo_out_din, fifo_out_dout;
    wire fifo_out_wr, fifo_out_rd;
    spike_fifo #(
        .DATA_WIDTH(32),
        .DEPTH(FIFO_DEPTH)
    ) spike_fifo_in_inst (
        .clk(clk),
        .rst(rst),
        .din(fifo_in_din),
        .wr_en(fifo_in_wr),
        .dout(fifo_in_dout),
        .rd_en(fifo_in_rd),
        .full(fifo_in_full),
        .empty(fifo_in_empty),
        .level(fifo_in_level)
    );
    spike_fifo #(
        .DATA_WIDTH(32),
        .DEPTH(FIFO_DEPTH)
    ) spike_fifo_out_inst (
        .clk(clk),
        .rst(rst),
        .din(fifo_out_din),
        .wr_en(fifo_out_wr),
        .dout(fifo_out_dout),
        .rd_en(fifo_out_rd),
        .full(fifo_out_full),
        .empty(fifo_out_empty),
        .level(fifo_out_level)
    );
    wire csr_access = wb_cyc_i && wb_stb_i;
    wire [7:0] csr_addr = wb_adr_i[7:0];
    always @(posedge clk) begin
        if (rst) begin
            wb_ack_o <= 1'b0;
            wb_dat_o <= 32'h0;
            config_reg <= 32'h0;
            control_reg <= 32'h0;
            irq_mask_reg <= 32'h0;
            neuron_count_reg <= 32'd256;  
            threshold_reg <= 32'h00010000;  
            leak_rate_reg <= 32'h00000100;  
            refractory_reg <= 32'd5;        
        end else begin
            wb_ack_o <= csr_access && !wb_ack_o;
            if (csr_access && !wb_we_i) begin
                case (csr_addr)
                    ADDR_CONFIG:         wb_dat_o <= config_reg;
                    ADDR_STATUS:         wb_dat_o <= status_reg;
                    ADDR_CONTROL:        wb_dat_o <= control_reg;
                    ADDR_IRQ_MASK:       wb_dat_o <= irq_mask_reg;
                    ADDR_IRQ_STATUS:     wb_dat_o <= irq_status_reg;
                    ADDR_NEURON_COUNT:   wb_dat_o <= neuron_count_reg;
                    ADDR_TIMESTEP:       wb_dat_o <= timestep_reg;
                    ADDR_SPIKE_COUNT:    wb_dat_o <= spike_count_reg;
                    ADDR_FIFO_IN_STATUS: wb_dat_o <= {16'h0, fifo_in_level, 6'h0, fifo_in_full, fifo_in_empty};
                    ADDR_FIFO_OUT_DATA:  wb_dat_o <= fifo_out_dout;
                    ADDR_FIFO_OUT_STATUS:wb_dat_o <= {16'h0, fifo_out_level, 6'h0, fifo_out_full, fifo_out_empty};
                    ADDR_DMA_SRC:        wb_dat_o <= dma_src_reg;
                    ADDR_DMA_DST:        wb_dat_o <= dma_dst_reg;
                    ADDR_DMA_LENGTH:     wb_dat_o <= dma_length_reg;
                    ADDR_DMA_STATUS:     wb_dat_o <= {31'h0, dma_busy};
                    ADDR_WEIGHT_BASE:    wb_dat_o <= weight_base_reg;
                    ADDR_STATE_BASE:     wb_dat_o <= state_base_reg;
                    ADDR_THRESHOLD:      wb_dat_o <= threshold_reg;
                    ADDR_LEAK_RATE:      wb_dat_o <= leak_rate_reg;
                    ADDR_REFRACTORY:     wb_dat_o <= refractory_reg;
                    default:             wb_dat_o <= 32'hDEADBEEF;
                endcase
            end
            if (csr_access && wb_we_i && !wb_ack_o) begin
                case (csr_addr)
                    ADDR_CONFIG:       config_reg <= wb_dat_i;
                    ADDR_CONTROL:      control_reg <= wb_dat_i;
                    ADDR_IRQ_MASK:     irq_mask_reg <= wb_dat_i;
                    ADDR_IRQ_STATUS:   irq_status_reg <= irq_status_reg & ~wb_dat_i;  
                    ADDR_NEURON_COUNT: neuron_count_reg <= wb_dat_i;
                    ADDR_FIFO_IN_DATA: ;  
                    ADDR_DMA_SRC:      dma_src_reg <= wb_dat_i;
                    ADDR_DMA_DST:      dma_dst_reg <= wb_dat_i;
                    ADDR_DMA_LENGTH:   dma_length_reg <= wb_dat_i;
                    ADDR_DMA_CONTROL:  ;  
                    ADDR_WEIGHT_BASE:  weight_base_reg <= wb_dat_i;
                    ADDR_STATE_BASE:   state_base_reg <= wb_dat_i;
                    ADDR_THRESHOLD:    threshold_reg <= wb_dat_i;
                    ADDR_LEAK_RATE:    leak_rate_reg <= wb_dat_i;
                    ADDR_REFRACTORY:   refractory_reg <= wb_dat_i;
                endcase
            end
        end
    end
    assign fifo_in_wr = csr_access && wb_we_i && (csr_addr == ADDR_FIFO_IN_DATA);
    assign fifo_in_din = wb_dat_i;
    assign fifo_out_rd = csr_access && !wb_we_i && (csr_addr == ADDR_FIFO_OUT_DATA);
    wire enable = config_reg[0];
    wire cmd_start = control_reg[0];
    wire cmd_stop = control_reg[1];
    wire cmd_reset = control_reg[3];
    assign compute_active = enable && !fifo_in_empty;
    assign irq = |(irq_status_reg & irq_mask_reg);
    assign dma_busy = 1'b0;  
endmodule
module spike_fifo #(
    parameter DATA_WIDTH = 32,
    parameter DEPTH = 256,
    parameter ADDR_WIDTH = $clog2(DEPTH)
)(
    input  wire                  clk,
    input  wire                  rst,
    input  wire [DATA_WIDTH-1:0] din,
    input  wire                  wr_en,
    output wire                  full,
    output wire [DATA_WIDTH-1:0] dout,
    input  wire                  rd_en,
    output wire                  empty,
    output wire [7:0]            level
);
    reg [DATA_WIDTH-1:0] mem [0:DEPTH-1];
    reg [ADDR_WIDTH:0] wr_ptr;
    reg [ADDR_WIDTH:0] rd_ptr;
    wire [ADDR_WIDTH:0] fifo_count = wr_ptr - rd_ptr;
    assign full = (fifo_count == DEPTH);
    assign empty = (fifo_count == 0);
    assign level = (fifo_count > 255) ? 8'd255 : fifo_count[7:0];
    assign dout = mem[rd_ptr[ADDR_WIDTH-1:0]];
    always @(posedge clk) begin
        if (rst) begin
            wr_ptr <= 0;
        end else if (wr_en && !full) begin
            mem[wr_ptr[ADDR_WIDTH-1:0]] <= din;
            wr_ptr <= wr_ptr + 1;
        end
    end
    always @(posedge clk) begin
        if (rst) begin
            rd_ptr <= 0;
        end else if (rd_en && !empty) begin
            rd_ptr <= rd_ptr + 1;
        end
    end
endmodule
==> run.sh <==
#!/bin/bash
# OpenROAD 26Q1-2900-gdf79404cd8, Yosys 0.63+post, stock flow scripts
make -C /OpenROAD-flow-scripts/flow DESIGN_CONFIG=/design/flow/config.mk WORK_HOME=/design/flow/orfs finish
==> config.mk <==
export PLATFORM = sky130hd
export DESIGN_NAME = snn_accelerator_top
export DESIGN_NICKNAME = snn_accelerator_top
export VERILOG_FILES = /design/flow/design.v
export SDC_FILE = /design/flow/constraint.sdc
export NUM_CORES = 4
export LEC_CHECK = 1
export CORE_UTILIZATION = 30
export SYNTH_MEMORY_MAX_BITS = 65536
==> constraint.sdc <==
current_design snn_accelerator_top

set clk_period 8.1
set clk_io_pct 0.2

create_clock -name clk0 -period $clk_period [get_ports {clk}]

set non_clock_inputs [all_inputs -no_clocks]
set_input_delay [expr $clk_period * $clk_io_pct] -clock clk0 $non_clock_inputs
set_output_delay [expr $clk_period * $clk_io_pct] -clock clk0 [all_outputs]
==> notes.md <==
run metrics: Layout Area Growth over Synthesis=16.37%, top cells, area=edfxtp_1 28%, dfxtp_1 27%, nand2_1 9.7%, a21oi_1 6.2%, a22oi_1 3.4%, final period utilization=0.6032, antenna-violating nets left=0, yosys cell count=around 2,200, critical path peak fanout=23, DP Area=0.02214 mm², Worst R2R Start=spike_fifo_out_inst.rd_ptr[0], routability cong.=slightly below 1, combinational power share=0.049, EDFF count, synth=between 150 and 200, ys async rst share=0, largest area contributor in the netlist=edfxtp_1, Pwr Density=214.2 mW/mm², DR vias/cell=5.585, largest stage delay on the critical path=0.81 ns, clock slew at reported path FFs=0.06 ns, Setup CP Type=input port to flop, Synth warnings=~170, Gates resized, CTS repair=0, total gr overflow=0, Max transition margin=0.3931, pre-CTS setup slack=between 2 and 3 ns, max cap viols=0, initial DRC count=1,644, die extent in x=263.4 µm, largest net degree at the start of global routing=102, Core ar.=0.06740 mm², min cycle time layout=4.886 ns, CP Launch Type=input port, sw frac=0.2273, clk sinks=467, fin area=0.02385 mm², first-pass GRT wire length=between 100,000 and 150,000 µm, slowest stage cell, crit path=or4bb_1, Flop pwr share=0.481, proportion of layout cells with a drive suffix above 1=0.1043, Initial Utilization=0.3041, total routed wirelength=80,190 µm, Slew Viols, Final=0, final setup fails=0, hold buffer count at cts=0, IO buf count=a little under 80, DIE AREA=0.06938 mm², via count=around 17,000, Clock Path Buffers=3, status=finished clean, P_leak=~7.6 nW, post-route setup slack=roughly 3.2 ns, worst-path cell chain=buf_2 > buf_4 > or4bb_1 > nor2_1 > buf_4 > nand2_1 > buf_4 > nand2_1 > a21oi_1, GRT Total Usage=0.2366, FP Rows=roughly 95, most frequent CP cell=buf_4, critical path arrival=5.34 ns, CTS root buffer=clkbuf_16, post-route clock skew=0.01491 ns, Power, Total=5.110 mW, Post-CTS Setup Bufs=0, Worst Path Required=between 8 and 9 ns, OpenROAD warnings=88, clock latency on the worst-skew pair=between 0.6 and 0.7 ns, Clk pwr share=0.471, most frequent cells in the layout=527 x nand2_1, 275 x dfxtp_1, 252 x a21oi_1, vias in the first global route=16,612, cell internal pwr=about 3.9 mW, CP Capture Type=flop, first-pass iteration count of the detailed router=7, ys flop type=dfxtp_1, Seq cells post-synth=467, Cells after Synth=2,158, Fmax=204.7 MHz, Worst Setup SP=wb_adr_i[2], Cell variety after synth=approximately 73, YS chip area=0.02050 mm², Worst Max-Slew Pin Slew=0.9081 ns, wire per inst=25.79 µm, mapped cell area=0.02050 mm², initial antenna violation count=2, final setup TNS=0 ns, Net Switching=between 1 and 1.5 mW, post-synthesis sequential area ratio=0.5498, H-tree levels=2, area share of the largest cell type after synthesis=0.2813, io pins=between 200 and 250, CTS tree=done, Hold Vio Cnt, Final=0, Max IR drop VDD=0.1535 mV, CTS buffer count=50, hold path start=config_reg[30], RSZ-0062 raised after global routing=false, Die Span Y=263.4 µm, HP Class=flop to flop, HPWL after detailed placement=51,100 µm, mean post-synth cell area=~9.5 µm², most numerous logic cell after layout=nand2_1, DRC=0
critical path, delay by kind of cell:
family	cells	cell delay, ns
AND-OR/OR-AND	1	0.07
AND/OR/NAND/NOR	4	1.80
buffers and inverters	4	1.80
power groups by stage:
stage	combinational (mW)	clock, mW	sequential [mW]
finish	0.249	2.41	2.46
global route	0.260	2.51	2.46
CTS	0.243	2.41	2.46
path summary, 6_finish.rpt:
kind	slack, ns	depth (start not counted)	endpoint
worst max-delay path	3.21	9	threshold_reg[9]
worst min-delay path	0.45	2	config_reg[30]
worst max register to register	5.03	8	wb_dat_o[14]
worst min register to register	0.45	2	config_reg[30]
kinds of logic after synthesis:
| kind of cell | Yosys count | share of synthesized area |
|---|---|---|
| simple gates | 791 | 0.1694 |
| fa+ha+maj | 6 | 0.003662 |
| compound gates | 552 | 0.1720 |
| other cells | 1 | 0.0001829 |
| buf+inv | 253 | 0.06098 |
| xor+xnor | 12 | 0.005127 |
| flops | 467 | 0.5498 |
| mux | 76 | 0.03882 |
layer usage:
layer,wire length (µm),up-vias,share of wire,GRT usage
met1,29340,8335,0.37,0.2943
met4,3811,8,0.048,0.08914
li1,-,7645,-,-
met5,80,-,0.0010,0.007623
met2,35130,1127,0.44,0.3481
met3,11830,250,0.15,0.1297
cell usage after synthesis (all sizes together), types with 10 or more instances:
cell and instances:
a211oi 13, a21oi 252, and2 10, mux2 28
a22o 18, clkbuf 143, mux2i 48, nor3 29
a221oi 13, nor2b 41, nand3 23, nor2 84
nand2 527, o21ai 43, o22ai 29, dfxtp 275
buf 102, nor4 10, a22oi 94, a2111oi 10
a311oi 13, edfxtp 192
stage by stage:
| stage | hold slack [ns] | cells | utilization |
|---|---|---|---|
| floorplan | 0.4174 | 2224 | - |
| global placement | 0.4370 | 3013 | 0.3286 |
| detailed placement | 0.4425 | 3013 | 0.3286 |
| CTS | 0.4511 | 3107 | 0.3539 |
| global route | 0.4682 | 3107 | 0.3539 |
| finish | 0.4499 | 3109 | 0.3539 |
final cells by class:
cell class	instances	area, µm²
Antenna cell	2	5.005
Clock buffer	72	1395
Clock inverter	22	310.3
Fill cell	6490	43540
Inverter	8	30.03
Multi-Input combinational cell	1504	8362
Sequential cell	467	11270
Tap cell	873	1092
Timing Repair Buffer	161	1389
Power is estimated from default activity; no workload was simulated.
